**run.sh**
```bash
#!/bin/bash
# OpenROAD 26Q1-2900-gdf79404cd8, Yosys 0.63+post, stock flow scripts
make -C /OpenROAD-flow-scripts/flow DESIGN_CONFIG=/design/flow/config.mk WORK_HOME=/design/flow/orfs finish
```
**config.mk**
```make
export PLATFORM = sky130hd
export DESIGN_NAME = FourDigitLock
export DESIGN_NICKNAME = FourDigitLock
export VERILOG_FILES = /design/flow/design.v
export SDC_FILE = /design/flow/constraint.sdc
export NUM_CORES = 4
export LEC_CHECK = 1
export CORE_UTILIZATION = 40
```
**constraint.sdc**
```tcl
current_design FourDigitLock

set clk_period 5.5
set clk_io_pct 0.2

create_clock -name clk0 -period $clk_period [get_ports {i_Clk}]

set non_clock_inputs [all_inputs -no_clocks]
set_input_delay [expr $clk_period * $clk_io_pct] -clock clk0 $non_clock_inputs
set_output_delay [expr $clk_period * $clk_io_pct] -clock clk0 [all_outputs]
```
**design.v**
```verilog
	module FourDigitLock
	(input i_Clk,
	input w_Switch1,
	input w_Switch2,
	input w_Switch3,
	input w_Switch4,
	input [3:0] i_Binary_Num,
	output o_LED_1,
	output o_LED_2,
	output o_LED_3,
	output o_LED_4,
	output [2:0] o_Answer
	);
	localparam FIRSTDIG 	= 3'b000;
	localparam SECONDDIG 	= 3'b001;
	localparam THIRDDIG 	= 3'b010;
	localparam FOURTHDIG 	= 3'b011;
	localparam CHECK 		= 3'b100;
	localparam g_COUNT_1HZ  = 12500000;
	localparam BLINK 		= 4'b0111;
	reg [3:0] r_SM_Main = 0;
	reg r_LED_1    = 1'b0;
	reg r_Switch_1 = 1'b0;
	reg r_LED_2    = 1'b0;
	reg r_Switch_2 = 1'b0;
	reg r_LED_3    = 1'b0;
	reg r_Switch_3 = 1'b0;
	reg r_LED_4    = 1'b0;
	reg r_Switch_4 = 1'b0;
	reg [15:0] RightPassword = 16'b0001001000110100;  
	reg [15:0] CurrentPassword = 0;
	reg [2:0] r_Answer = 3'b000;
	reg [31:0] r_Count_1Hz = 0; 
	reg [3:0] r_Blink_Count = 0;
	always @(posedge i_Clk)
	begin 
		r_Switch_1 <= w_Switch1;
		r_Switch_2 <= w_Switch2;
		r_Switch_3 <= w_Switch3;
		r_Switch_4 <= w_Switch4;
		case(r_SM_Main) 
			FIRSTDIG:
			begin 
				r_Blink_Count <= 0;
				r_LED_1 <= 0;
				r_LED_2 <= 0;
				r_LED_3 <= 0;
				r_LED_4 <= 0;
				if(w_Switch3 == 1'b1 && r_Switch_3 == 1'b0)
				begin 
					CurrentPassword[15:12] <= i_Binary_Num[3:0];
					r_LED_1 <= 1'b1;
					r_SM_Main <= SECONDDIG;
				end 
				else 
				r_SM_Main <= FIRSTDIG;
			end 
			SECONDDIG:
			begin
				if(w_Switch3 == 1'b1 && r_Switch_3 == 1'b0)
				begin 
					CurrentPassword[11:8] <= i_Binary_Num[3:0];
					r_LED_2 <= 1'b1;
					r_SM_Main <= THIRDDIG;
				end 
				else 
				r_SM_Main <= SECONDDIG;			
			end 
			THIRDDIG:
			begin 
				if(w_Switch3 == 1'b1 && r_Switch_3 == 1'b0)
					begin 
						CurrentPassword[7:4] <= i_Binary_Num[3:0];
						r_LED_3 <= 1'b1;
						r_SM_Main <= FOURTHDIG;
					end 
					else 
					r_SM_Main <= THIRDDIG;
			end 
			FOURTHDIG:
			begin 
				if(w_Switch3 == 1'b1 && r_Switch_3 == 1'b0)
					begin 
						CurrentPassword[3:0] <= i_Binary_Num[3:0];
						r_LED_4 <= 1'b1;
						r_SM_Main <= CHECK;
					end 
					else 
					r_SM_Main <= FOURTHDIG;			
			end 
			CHECK:
			begin
				if(RightPassword == CurrentPassword)
				begin 
					r_Answer <= 3'b001;
				end 
				else 
				begin 
					r_Answer <= 3'b010;
				end 
				if(r_Blink_Count < BLINK)
				begin 
					if (r_Count_1Hz == g_COUNT_1HZ)
					begin 
					r_LED_1 <= ~r_LED_1;
					r_LED_2 <= ~r_LED_2;
					r_LED_3 <= ~r_LED_3;
					r_LED_4 <= ~r_LED_4;
					r_Count_1Hz <= 0;
					r_Blink_Count <= r_Blink_Count + 1;
					end 
					else 
					r_Count_1Hz <= r_Count_1Hz + 1; 
				end 
				else 
				begin 
				r_SM_Main <= FIRSTDIG;
				end
			end 
		endcase
	end 
	assign o_Answer = r_Answer;
	assign o_LED_1 = r_LED_1;
	assign o_LED_2 = r_LED_2;
	assign o_LED_3 = r_LED_3;
	assign o_LED_4 = r_LED_4;
	endmodule 
```
==> results.ini <==
[status]
status=finished clean

[cts]
clk_path_buf_depth=2
htreeDepth=3
post_cts_buffers=0
root_buffer=clkbuf_8
cts_tree=done
cts_num_sinks=62
cts_resized=0
worstSkewPairLatency_ns=0.34
hold_buffers=0
cts.clk_slew.worst_paths_ns=0.07
cts_made_buffers=9

[power_and_ir_drop]
p_int_mw=1.03
power.density_mw_per_mm2=396
seqPwrFrac_pct=49.9
clkPwrFrac_pct=34.1
sw_frac_of_total_pct=26.3
total_power_mw=1.40
power_leakage_nw=1.16
power_switching_mw=0.367
power_frac_comb_pct=16.0
vdd_drop_max_mv=0.221

[routing]
via_count=2063
antenna-diode-count=0
drc=0
wirelength_um=5620
drt_iter0_drc=124
drtPass1Iterations=4
viasPerCell=5.43
ant_nets=0
wl_per_cell_um=14.8

[synth]
ys_warn_count=1
top_cell_area_share_pct=58.9
synth-edff-count=61
synth_area_mm2=0.00311
synth_cell_types=43
synth_top_cell_by_area=edfxtp_1
ys_ff=62
yosysCellCount=263
yosys_area_mm2=0.00311
synthFlopType=edfxtp_1
synthCells=263
avgSynthCellArea_um2=11.8
synthArstFlopShare_pct=0
area_leaders=edfxtp_1 59%, xnor2_1 4.5%, xor2_1 3.1%
ys_seq_share_pct=59.5

[place]
io_buffers=11
place.gp.congestion=0.811
pre_cts_ws_ns=2.52
dp_cells=364
dp_hpwl_um=3720

[run]
openroad.warnings=29
drv_cap=0

[setup_path]
worstSetupEndpointType=flip-flop
worstSetupStartpointType=flip-flop
crit_type=reg -> reg
critPathMaxFanout=14
arrival_ns=2.64
critPathRequiredTime_ns=5.56

[sta]
finalWorstSetupSlack_ns=2.92
rsz0062_at_grt=no
fmax_ghz=0.387
hold_viol=0
period_used_pct=47.0
report.final.slew_viol_count=0
max_slew_margin_pct=43.3
period_minus_slack_ns=2.58
setup-tns-final_ns=0
worst_pin_slew_ns=0.845
setup_viol=0
skew_ns=0.00708

[floorplan]
die_w_um=90.2
die_area_mm2=0.00813
fp-utilization_pct=42.2
rows=31
fp.coreArea_mm2=0.00737
pin_count=16
die_h_um=90.2

[layout]
synthToLayoutAreaGrowth_pct=13.5
drive_above_1_share_pct=8.19
fin_cells=380
fin_util_pct=47.9

[global_routing]
antenna_found_initial=0
grt_max_degree=33
grt_pass1_vias=1862
gr-usage-all-layers_pct=15.3
grt_pass1_wl_um=9430
grt_overflow_total=0

[min_path]
hold_path.class=reg -> reg

==> power groups by stage <==
stage,logic (mW),clock network (mW),registers (mW)
CTS,0.227,0.488,0.698
finish,0.224,0.477,0.699
global route,0.253,0.506,0.711
==> metal layers <==
layer,vias to the layer above,routed length [µm],track usage [%]
li1,1025,-,-
met1,986,2830,26.5
met2,40,2420,21.1
met3,12,278,4.12
met4,0,91,2.42
met5,-,0,0
==> placed cells by master, fill, tap and decap left out, types with 2 or more instances in the layout <==
| cell | netlist | routed |
|---|---|---|
| nor3_1 | 11 | 11 |
| clkbuf_8 | 0 | 9 |
| o21a_1 | 2 | 2 |
| nor4_1 | 11 | 11 |
| nand2_1 | 17 | 17 |
| a221oi_1 | 2 | 2 |
| xor2_1 | 11 | 11 |
| or4_4 | 2 | 2 |
| bufinv_16 | 0 | 3 |
| edfxtp_1 | 61 | 61 |
| nor4b_1 | 6 | 6 |
| clkinvlp_4 | 0 | 2 |
| ha_1 | 3 | 3 |
| and3_1 | 8 | 8 |
| a31o_2 | 2 | 2 |
| o31ai_1 | 3 | 3 |
| o21ai_0 | 5 | 5 |
| nor2b_1 | 2 | 2 |
| or3_1 | 5 | 5 |
| and4_1 | 4 | 4 |
| xnor2_1 | 16 | 16 |
| or4_1 | 4 | 4 |
| nor2_1 | 20 | 19 |
| nand3_1 | 11 | 11 |
| clkdlybuf4s50_1 | 0 | 11 |
| inv_1 | 12 | 12 |
| a21oi_1 | 9 | 9 |
| nand4_1 | 12 | 12 |
==> logic make-up after synthesis <==
group,count (synthesis),synth area share (%)
flops,62,59.5
compound gates,27,5.51
buf+inv,22,3.42
other cells,1,0.121
xor+xnor,27,7.60
fa+ha+maj,3,1.21
simple gates,121,22.6
==> path summary, 6_finish.rpt <==
path / from / end / slack (ns) / cells past startpoint
worst max-delay path: r_Count_1Hz[27]$_SDFFCE_PP0P_ / r_Count_1Hz[12]$_SDFFCE_PP0P_ / 2.92 / 4
worst min-delay path: CurrentPassword[14]$_DFFE_PP_ / r_Answer[1]$_DFFE_PN_ / 0.57 / 2
worst max register to register: r_Count_1Hz[27]$_SDFFCE_PP0P_ / r_Count_1Hz[12]$_SDFFCE_PP0P_ / 2.92 / 4
worst min register to register: CurrentPassword[14]$_DFFE_PP_ / r_Answer[1]$_DFFE_PN_ / 0.57 / 2
==> final cells by class <==
type | count | area [µm²]
fill | 646 | 3840
sequential | 62 | 1850
multi-input combinational | 179 | 1150
clock buffer | 10 | 128
tap | 99 | 124
timing repair buffer | 12 | 118
clock inverter | 6 | 110
inverter | 12 | 45.0
==> cell usage after synthesis (2+ instances only) <==
cell,instances
nor2_1,20
a221oi_1,2
nor3_1,11
nand2_1,17
xnor2_1,16
nand4_1,12
nor4_1,11
a21oi_1,9
clkbuf_1,3
a31o_2,2
and3_1,8
or4_4,2
or3_1,5
xor2_1,11
o21ai_0,5
nor2b_1,2
edfxtp_1,61
nand3_1,11
buf_6,2
o21a_1,2
ha_1,3
and4_1,4
inv_1,12
buf_2,3
nor4b_1,6
o31ai_1,3
or4_1,4
==> metrics by stage <==
stage               hold slack [ns]  area, µm²
floorplan                     0.522       3110
global placement              0.565       3290
detailed placement            0.568       3290
CTS                           0.577       3530
global route                  0.591       3530
finish                        0.566       3530
==> worst max-delay path, stage by stage (launching register included) <==
cell and delay, ns:
edfxtp_1 0.45, or4_1 0.58, or4_4 0.45, nor4_4 0.72, nor2_1 0.11
==> state kept, by name (all words and copies together), names as in the netlist <==
name and count:
r_Switch_3 1, r_LED_3 1, r_LED_1 1, CurrentPassword 16
r_Blink_Count 4, r_Count_1Hz 32, r_Answer 2, r_SM_Main 3
r_LED_4 1, r_LED_2 1
Power figures rest on the tool's default switching activity, not on a simulated workload.
