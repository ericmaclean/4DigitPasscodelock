<file path="./config.mk">
export PLATFORM = sky130hd
export DESIGN_NAME = Servo_Lock
export DESIGN_NICKNAME = Servo_Lock
export VERILOG_FILES = /design/flow/design.v
export SDC_FILE = /design/flow/constraint.sdc
export NUM_CORES = 4
export LEC_CHECK = 1
export CORE_AREA = 10 10 91 91
export DIE_AREA = 0 0 101 101
</file>
<file path="./design.v">
module Servo_Lock 
(input i_Clk, 
input Answer, 
output io_PMOD_4);
reg [19:0] Counter = 0;  
reg Servo_reg = 0;
always @(posedge i_Clk)
begin 
	if (Answer == 2'b01)
	begin 
		Counter <= Counter + 1;	 
		if(Counter == 'd499999)  
			Counter <= 0;
		if(Counter < 'd62000)  
			Servo_reg <= 1'b1;			  
		else 
			Servo_reg <= 1'b0;
	end 
	else 
	begin 
		Counter <= Counter + 1;	 
		if(Counter == 'd499999)  
			Counter <= 0;
		if(Counter < 'd17000)  
			Servo_reg <= 1'b1;			  
		else 
			Servo_reg <= 1'b0;
	end 
end 
assign io_PMOD_4 = Servo_reg;
endmodule 
</file>
<file path="./constraint.sdc">
current_design Servo_Lock

set clk_period 3.0
set clk_io_pct 0.2

create_clock -name clk0 -period $clk_period [get_ports {i_Clk}]

set non_clock_inputs [all_inputs -no_clocks]
set_input_delay [expr $clk_period * $clk_io_pct] -clock clk0 $non_clock_inputs
set_output_delay [expr $clk_period * $clk_io_pct] -clock clk0 [all_outputs]
</file>
<file path="./run.sh">
#!/bin/bash
# OpenROAD 26Q1-2900-gdf79404cd8, Yosys 0.63+post, stock flow scripts
make -C /OpenROAD-flow-scripts/flow DESIGN_CONFIG=/design/flow/config.mk WORK_HOME=/design/flow/orfs finish
</file>
==> flow_metrics.env <==
# yosys + openroad results
export IMPL_status="finished, final reports clean"
export IMPL_cts_root_buf="clkbuf_8"
export IMPL_row_count=29
export IMPL_diodes=0
export IMPL_place_ws_ns=1.163
export IMPL_initCoreUtil_pct=15.57
export IMPL_post_route_min_period_ns=1.854
export IMPL_crit_start="Counter[0]"
export IMPL_largest_register_ff_count=20
export IMPL_postCtsSetupBuffers=0
export IMPL_max_freq_mhz=539.5
export IMPL_ff_type="dfxtp_1"
export IMPL_vias_per_cell=4.090
export IMPL_hold_buffers=0
export IMPL_cp_arrival_ns=2.04
export IMPL_fin_tns_setup_ns=0
export IMPL_grt_pass1_wl_um=3360
export IMPL_cts_resized=0
export IMPL_first_pass_iters=4
export IMPL_grt_use_total_pct=3.857
export IMPL_setup_ws_ns=1.146
export IMPL_die_h_um=101
export IMPL_crit_path_end_kind="flip-flop"
export IMPL_syn_mean_instance_area_um2=9.068
export IMPL_io_buffers=2
export IMPL_core_area_um2=6350
export IMPL_cts_sinks=21
export IMPL_lay_top_count="dfxtp_1"
export IMPL_cts_tree="yes"
export IMPL_r2r_start="Counter[0]"
export IMPL_synthDistinctLibCells=32
export IMPL_edf_count=0
export IMPL_warnings=25
export IMPL_wl_um=1826
export IMPL_antenna_found_initial=0
export IMPL_cts_max_path_buffers=2
export IMPL_vias=769
export IMPL_p_per_area_nw_per_um2=408.7
export IMPL_path_class="reg2reg"
export IMPL_fin_crit_sh_pct=61.78
export IMPL_die_area_um2=10200
export IMPL_rsz0062_at_grt="false"
export IMPL_syn_inst=109
export IMPL_crit_path_max_incr_delay_ns=0.53
export IMPL_p_leak_nw=0.4045
export IMPL_ys_cells=109
export IMPL_syn_cell_area_um2=988.4
export IMPL_async_reset_ff_share_pct=0
export IMPL_cts_buffers=3
export IMPL_dp_cells=184
export IMPL_setup_viol=0
export IMPL_hold_slack_ns=0.4802
export IMPL_maxSlewHeadroom_pct=61.12
export IMPL_ys_flops=21
export IMPL_synth_seq_share_pct=42.53
export IMPL_ys_area_um2=988.4
export IMPL_crit_chain="ha_1 > nand4_1 > or4_4 > or3_1 > a21oi_1"
export IMPL_die_width_um=101
export IMPL_crit_fanout=5
export IMPL_worstSetupStartpointType="flip-flop"
export IMPL_maxCapViolCount=0
export IMPL_clock_latency_ns=0.25
export IMPL_wl_per_cell_um=9.713
export IMPL_grt_pass1_vias=723
export IMPL_tightest_slew_ns=0.5800
export IMPL_power_mw=0.4618
export IMPL_dp_hpwl_um=1298
export IMPL_hold_viol=0
export IMPL_io_pins=3
export IMPL_final_cells=188
export IMPL_final_layout_top_logic_cells="21 x dfxtp_1, 14 x nor2_1, 8 x xnor2_1"
export IMPL_critPathRequiredTime_ns=3.19
export IMPL_grt_overflow=0
export IMPL_crit_path_top_delay_cell="or4_4"
export IMPL_min_path_type="reg2reg"
export IMPL_ys_warnings_count=1
export IMPL_finClkSkew_ns=0.0004401
export IMPL_drive_gt1_share_pct=8.108
export IMPL_grt_max_degree=12
export IMPL_cts_htree_levels=1
export IMPL_initialDrtViolationCount=61
export IMPL_drc=0
export IMPL_ant_nets=0
export IMPL_ir_drop_uv=178.5
export IMPL_hp_start="Counter[0]"
export IMPL_clkTransAtPathRegs_ns=0.07
export IMPL_maxSlewViolCount=0
export IMPL_area_growth_pct=14.30
export IMPL_gp_congestion=0.8071
## stage by stage
stage / area (um2) / utilization [%]
floorplan: 988.4 / -
global placement: 1085 / 17.08
detailed placement: 1085 / 17.08
CTS: 1130 / 17.79
global route: 1130 / 17.79
finish: 1130 / 17.79
## cells by family after synthesis
| kind of cell | after synthesis | share of synthesized area (%) |
|---|---|---|
| AND-OR/OR-AND | 10 | 7.089 |
| XOR/XNOR | 15 | 13.29 |
| adder cells (fa/ha/maj) | 1 | 1.266 |
| buffers and inverters | 6 | 2.784 |
| flip-flops | 21 | 42.53 |
| multiplexers | 1 | 1.013 |
| AND/OR/NAND/NOR | 55 | 32.02 |
## worst max-delay path: cells and delay by family, from the launching register on
family | cells | cell delay (ns)
AOI/OAI and AO/OA | 1 | 0.15
and+or+nand+nor | 3 | 1.01
DFF | 1 | 0.39
adders and majority gates | 1 | 0.24
## cell usage after synthesis, types with 2 or more instances
| cell type | count | area share, % |
|---|---|---|
| dfxtp_1 | 21 | 43 |
| nor2_1 | 14 | 5.3 |
| xnor2_1 | 8 | 7.1 |
| nand2_1 | 7 | 2.7 |
| nand3_1 | 7 | 3.5 |
| xor2_1 | 7 | 6.2 |
| nand4_1 | 5 | 3.2 |
| a21oi_1 | 3 | 1.5 |
| buf_2 | 3 | 1.5 |
| nor3_1 | 3 | 1.5 |
| nor4_1 | 3 | 1.9 |
| and3_1 | 2 | 1.3 |
| inv_1 | 2 | 0.76 |
| nor3_2 | 2 | 2.0 |
| nor4b_1 | 2 | 1.8 |
| o21ai_0 | 2 | 1.0 |
| or3_1 | 2 | 1.3 |
| or4_1 | 2 | 1.5 |
## report_power, final
part | internal, mW | switching, mW
clock network | 0.0944 | 0.0865
registers | 0.278 | 0
logic | 0.00174 | 0.000628
## cell type report
cell class	instances	area (um2)
Fill cell	702	5220
Multi-Input combinational cell	82	540.5
Sequential cell	21	420.4
Tap cell	77	96.34
Clock buffer	4	45.04
Timing Repair Buffer	2	20.02
Inverter	2	7.507
## path summary, 6_finish.rpt
kind                               endpoint  slack, ns  cells after the start
worst min register to register   Counter[0]       0.48                      1
worst min-delay path             Counter[0]       0.48                      1
worst max register to register  Counter[16]       1.15                      5
worst max-delay path            Counter[16]       1.15                      5
## metal layers
layer,track usage [%],share of wire [%],up-vias
met2,5.602,42,16
met5,0,0,-
met4,0.4287,0.99,0
met1,5.448,51,354
li1,-,-,397
met3,1.525,6.5,2
