<file path="./config.mk">
export PLATFORM = sky130hd
export DESIGN_NAME = Debounce_Switch
export DESIGN_NICKNAME = Debounce_Switch
export VERILOG_FILES = /design/flow/design.v
export SDC_FILE = /design/flow/constraint.sdc
export NUM_CORES = 4
export LEC_CHECK = 1
export CORE_AREA = 10 10 95 95
export DIE_AREA = 0 0 105 105
</file>
<file path="./constraint.sdc">
current_design Debounce_Switch

set clk_period 3.0
set clk_io_pct 0.2

create_clock -name clk0 -period $clk_period [get_ports {i_Clk}]

set non_clock_inputs [all_inputs -no_clocks]
set_input_delay [expr $clk_period * $clk_io_pct] -clock clk0 $non_clock_inputs
set_output_delay [expr $clk_period * $clk_io_pct] -clock clk0 [all_outputs]
</file>
<file path="./design.v">
module Debounce_Switch 
(input i_Clk,
input i_Switch, 
output o_Switch);
parameter c_Debounce_Limit = 250000;  
reg r_State = 1'b0;  
reg [17:0] r_Count = 0;  
always @ (posedge i_Clk)
	begin 
	if (i_Switch !== r_State && r_Count < c_Debounce_Limit)
		r_Count <= r_Count + 1;
		else if (r_Count == c_Debounce_Limit)
		begin
			r_Count <= 0;
			r_State <= i_Switch;
		end	
	else 
		r_Count <= 0;
	end 
assign o_Switch = r_State;
endmodule  
</file>
<file path="./run.sh">
#!/bin/bash
# OpenROAD 26Q1-2900-gdf79404cd8, Yosys 0.63+post, stock flow scripts
make -C /OpenROAD-flow-scripts/flow DESIGN_CONFIG=/design/flow/config.mk WORK_HOME=/design/flow/orfs finish
</file>
==> deck_impl_summary.md <==
Synthesis and Place & Route Summary

Synthesis
  • Sequential cell area fraction in the yosys report: 0.4401
  • Area share of fa/ha/maj cells after synthesis: 0.02821
  • Post-synthesis area per instance: 8.697 µm²
  • Simple-gate share of the synthesized area: 0.2891
  • Register bit total from synthesis: 19
  • Combined area of all synthesized cells: 887.1 µm²
  • Logic family by area: simple AND/OR/NAND/NOR gates
  • Dominant cell type by area after synthesis: sky130_fd_sc_hd__dfxtp_1
  • Synth Area in XOR/XNOR: 0.1481
  • Synthesized chip area reported by yosys: 887.1 µm²
  • Ao+oa area frac: 0.04654
  • Mux cell area share after synthesis: 0
  • Number of distinct library cells after synthesis: 22
  • Ranking of synthesized cells by area: sky130_fd_sc_hd__dfxtp_1 (41%), sky130_fd_sc_hd__xnor2_1 (13%), sky130_fd_sc_hd__nor2_1 (10%)
  • Cell count in the Yosys report: 102
  • Count of mapped cells out of synthesis: 102
  • Top area contributor share: 0.4062
  • Warnings from Yosys: 1

Die
  • Initial Util: 0.1284
  • Die Y-Extent: 105 µm
  • I/O pin total: 3
  • Horizontal extent of the die: 105 µm
  • Core outline area: 6907 µm²
  • Area enclosed by the die boundary: 11030 µm²
  • Number of cell rows: 30

Min path
  • Worst min-delay path class: flop to flop

Placed design
  • Placed wire-length estimate after detailed placement: 1.066 mm
  • Pre-CTS WS: ~1.2 ns
  • Cell count after placement: 199
  • IO Port Bufs: 2
  • Placer Congestion: 0.7600
  • Post-place instance area: between 1000 and 1500 µm²

Drt
  • Total wire length: approximately 1.5 mm
  • Detailed Routing Iterations Pass 1: 4
  • Antenna violation net count after detailed routing: 0
  • Post-DR wirelength/cell: 7.562 µm
  • Vias post-DR: 665
  • Starting DRT DRC Count: 28
  • Average vias per placed instance: about 3.3
  • Antenna fix cells: 0
  • Drt drc: 0

STA
  • Worst clock skew: 0.006314 ns
  • Worst Max-Slew Pin Slew: 0.3682 ns
  • Final WS setup: 1.316 ns
  • Setup TNS: 0 ns
  • F_max: 0.5939 GHz
  • Number of failing setup endpoints in the final timing report: 0
  • Worst relative slew slack: 0.7525
  • Final cycle utilization of the critical path: 0.5613
  • Setup repair after global routing missed its margin: no
  • Number of endpoints with negative hold slack in the final report: 0
  • Fin Hold WS: 0.4833 ns
  • Fin crit period: 1.684 ns
  • Pins Over Slew Limit: 0

Clocking
  • Sinks on the clock net: 19
  • Library cell used as clock root buffer: sky130_fd_sc_hd__clkbuf_8
  • Clock network latency to the later pin of the worst-skew pair: between 0.2 and 0.3 ns
  • # hold bufs at CTS: 0
  • Maximum level of the CTS H-tree: 1
  • Cts bufs inserted: 3
  • Setup bufs post-CTS: 0
  • CTS resizes: 0
  • TritonCTS clock tree: built
  • Maximum root-to-sink buffer count: 2
  • CTS clk-pin slew, worst paths: around 0.07 ns

Setup path
  • Type of the worst setup path: flop to primary output
  • Data arrival at the endpoint of the critical path: 1.08 ns
  • Worst-path maximum fanout: 2
  • CP max stage cell: sky130_fd_sc_hd__clkdlybuf4s50_1
  • Crit path cell chain: clkdlybuf4s50_1
  • Worst path max stage delay: 0.47 ns
  • Top Family by Delay on Critical Path: buffers and inverters
  • Critical path buffers and inverters: 1
  • Critical Path Source Type: flop
  • Nature of the critical path endpoint: primary output
  • Worst path required time: ~2.4 ns

Global routing
  • Maximum number of pins on one net before global-route repair: 19
  • Vias in the first global route: 617
  • Initial antenna violation count: 0
  • Gr ovfl total: 0
  • Wire length of the first global-routing pass: 2.822 mm
  • Global-route usage over all layers: 0.02959

Layout
  • Layout Cell Area excl Fill: 1065 µm²
  • Area used by sequential logic in the layout: 390.4 µm²
  • Fraction of final layout cells sized beyond drive strength 1: 0.09346
  • Area occupied by multi-input gates: approximately 450 µm²
  • Layout-stage area growth over the synthesis result: 20.03%
  • Finished Layout Cells: about 200
  • Fill count: 781

Power and ir drop
  • Pwr dens: 423.0 nW/µm²
  • Lkg Pwr: 0.0002973 µW
  • Worst supply voltage drop on vdd: 161.4 µV

Outcome
  • Outcome: complete, no violations

Flow run
  • Tally of max-capacitance violations: 0
  • Number of warnings in the stage logs: 26
==> power by group <==
part | switching [µW] | internal (µW) | leakage, µW | total (µW)
Combinational | 8.01 | 6.35 | 0.000117 | 14.4
Sequential | 4.17 | 258 | 0.000155 | 262
Clock | 82.0 | 92.2 | 0.0000255 | 174
==> per-stage QoR <==
step,total power [µW],util
after floorplan,277.9,-
after global placement,281.8,0.1475
after detailed placement,281.9,0.1475
after CTS,458.0,0.1542
after global routing,474.7,0.1542
final,450.4,0.1542
==> flip-flops by register name, summed over array words and instances, names as in the netlist <==
register and cells:
r_State 1, r_Count 18
==> layout by cell type, fill, tap and decap left out, types with 2 or more instances in the layout <==
master,n
sky130_fd_sc_hd__xor2_1,2
sky130_fd_sc_hd__nand4_1,6
sky130_fd_sc_hd__xnor2_1,13
sky130_fd_sc_hd__clkbuf_8,3
sky130_fd_sc_hd__nor2_1,24
sky130_fd_sc_hd__inv_1,7
sky130_fd_sc_hd__dfxtp_1,18
sky130_fd_sc_hd__nor3_1,4
sky130_fd_sc_hd__nor4_1,5
sky130_fd_sc_hd__nand3_1,5
sky130_fd_sc_hd__nand2_1,5
sky130_fd_sc_hd__ha_1,2
sky130_fd_sc_hd__clkdlybuf4s50_1,2
==> synth_stat cells (all sizes together) <==
| cell | number |
|---|---|
| buf | 2 |
| inv | 7 |
| edfxtp | 1 |
| dfxtp | 18 |
| nand4 | 6 |
| o31a | 1 |
| a31o | 1 |
| xnor2 | 13 |
| o31ai | 1 |
| nand3 | 5 |
| nor3 | 5 |
| or4 | 1 |
| a21oi | 1 |
| nand2 | 5 |
| ha | 2 |
| nor4 | 6 |
| xor2 | 2 |
| a31oi | 1 |
| nor2 | 24 |
==> logic make-up (layout without fill, tap and decap cells) <==
group,Yosys count,after routing
fa+ha+maj,2,2
flops,19,19
buf+inv,9,14
simple gates,52,52
compound gates,5,5
xor+xnor,15,15
==> routing by layer <==
| layer | vias to the layer above | routed length (µm) | GRT usage | share of wire |
|---|---|---|---|---|
| li1 | 356 | - | - | - |
| met1 | 295 | 807 | 0.03933 | 0.53 |
| met2 | 14 | 574 | 0.04226 | 0.37 |
| met3 | 0 | 153 | 0.01739 | 0.10 |
| met4 | 0 | 0 | 0.001961 | 0 |
| met5 | - | 0 | 0 | 0 |
==> path summary, 6_finish.rpt <==
path,startpoint,end,slack (ns),cells past startpoint
worst max-delay path,r_State,o_Switch,1.32,1
worst min-delay path,r_Count[17],r_Count[17],0.48,2
worst max register to register,r_Count[0],r_Count[16],1.32,5
worst min register to register,r_Count[17],r_Count[17],0.48,2
==> cell type report <==
cell class / instances / share of cell area
multi-input cells: 74 / 0.4266
flip-flops and latches: 19 / 0.3666
well taps: 96 / 0.1128
clock buffers: 3 / 0.03878
repair buffers: 3 / 0.02585
inverters: 7 / 0.02468
clock inverters: 1 / 0.004700
Power figures rest on the tool's default switching activity, not on a simulated workload.
